[config.mk]
export PLATFORM = sky130hd
export DESIGN_NAME = sense
export DESIGN_NICKNAME = sense
export VERILOG_FILES = /design/flow/design.v
export SDC_FILE = /design/flow/constraint.sdc
export NUM_CORES = 4
export LEC_CHECK = 1
export CORE_UTILIZATION = 50
[constraint.sdc]
current_design sense

set clk_period 5.5
set clk_io_pct 0.2

create_clock -name clk0 -period $clk_period [get_ports {clk}]

set non_clock_inputs [all_inputs -no_clocks]
set_input_delay [expr $clk_period * $clk_io_pct] -clock clk0 $non_clock_inputs
set_output_delay [expr $clk_period * $clk_io_pct] -clock clk0 [all_outputs]
[run.sh]
#!/bin/bash
# OpenROAD 26Q1-2900-gdf79404cd8, Yosys 0.63+post, stock flow scripts
make -C /OpenROAD-flow-scripts/flow DESIGN_CONFIG=/design/flow/config.mk WORK_HOME=/design/flow/orfs finish
[design.v]
module sense(
	input				clk,
	input				rst,
	input				sense_lvds,
	input				sense_go,
	output				sense_fb,
	output reg	[14:0]	sense_res,
	output				sense_rdy
);
	parameter S_IDLE		= 2'd0;
	parameter S_SETUP		= 2'd1;
	parameter S_CHARGE		= 2'd2;
	parameter S_DISCHARGE	= 2'd3;
	reg [1:0] current_state;
	reg [1:0] next_state;
	reg [15:0] timer, timer_max;
	wire timer_trig;
	reg [14:0] sense_cnt;
	always @(posedge clk) begin: STATE_TIMER
		if (timer_trig)
			timer <= 16'd0;
		else
			timer <= timer + 1'd1;
	end
	assign timer_trig = (timer == timer_max);
	always @(posedge clk) begin: STATE_MEMORY
		if (rst)
			current_state <= S_IDLE;
		else
			current_state <= next_state;
	end
	always @(*) begin: NEXT_STATE_LOGIC
		next_state = current_state;
		case (current_state)
			S_IDLE		: if (sense_go)		next_state = S_SETUP;
			S_SETUP		: if (timer_trig)	next_state = S_CHARGE;
			S_CHARGE	: if (timer_trig)	next_state = S_DISCHARGE;
			S_DISCHARGE	: if (timer_trig)	next_state = S_IDLE;
			default		: 					next_state = 2'bxx;
		endcase
	end
	always @(*) begin: OUTPUT_LOGIC
		case (current_state)
			S_IDLE: begin
				timer_max = 16'hFFFFFFFF;	 
				sense_fb = 1'b0;			 
				sense_rdy = 1'b1;
			end
			S_SETUP: begin
				timer_max = 16'd1632;		 
				sense_fb = 1'b0;			 
				sense_rdy = 1'b0;
			end
			S_CHARGE: begin
				timer_max = 16'd16969;		 
				sense_fb = 1'b1;			 
				sense_rdy = 1'b0;
			end
			S_DISCHARGE: begin
				timer_max = 16'd56353;		 
				sense_fb = 1'b0;			 
				sense_rdy = 1'b0;
			end
			default: begin
				timer_max = 16'hxxxxxxxx;
				sense_fb = 1'bx;
				sense_rdy = 1'bx;
			end
		endcase
	end
	always @(posedge clk) begin: MEASURE_CNT
		if (timer_trig)
			sense_cnt <= 15'd0;
		else
			sense_cnt <= sense_cnt + sense_lvds;
	end
	always @(posedge clk) begin: RESULT_OUT
		if ((current_state == S_CHARGE) & timer_trig)
			sense_res <= sense_cnt;
	end
endmodule
==> qor.yml <==
run_status:
  status: "completed"
route:
  drtIter0Drc: 126
  drt_pre_antenna_iters: 4
  routed_wirelength_mm: 3.67
  antennaDiodeCount: 0
  vias: 1530
  remaining_drc_errors: 0
  remaining_antenna_violation_count: 0
  avgRoutedWirePerCell_um: 13.1
  vias_per_cell: 5.44
yosys:
  post_synth_inst_count: 210
  ys_sh_adder_pct: 1.74
  cells_in_synth_stat_txt: 210
  ys_sh_mux_pct: 0.929
  post_synth_simple_gate_area_pct: 22.9
  post_synth_main_logic_family: "simple AND/OR/NAND/NOR gates"
  synth_flops: 50
  synth.distinct_cells: 39
  synth.avg_cell_area_um2: 10.3
  syn_area_mm2: 0.00216
  compound_area_share_pct: 7.20
  postSynthSeqShare_pct: 53.4
  yosys_warnings: 12
  yosysChipArea_mm2: 0.00216
  xor_share_pct: 11.4
clock_network:
  h_tree_levels: 2
  tritoncts.num_buffers: 5
  tritoncts: "done"
  clkSlewWorstSetupHoldPaths_ns: 0.09
  cts.hold.buffers_added: 0
  cts_root_buffer: "sky130_fd_sc_hd__clkbuf_8"
  cts.repair.resized: 0
  clock_sink_count: 50
  cts_setup_buffers: 0
  clk-insertion-delay-late_ns: 0.29
  clock_tree.buffer_depth: 2
critical_path:
  crit_start: "current_state[3]"
  r2r_start: "current_state[3]"
  worst-r2r-cell-count: 5
  worst_ep_required_time_ns: 5.43
  timing_worst_setup_path_type: "reg2reg"
  worst_ep_arrival_time_ns: 2.97
  endpoint_kind: "register"
  timing.critical_path.fanout_max: 31
  setup.worst_path.start_class: "register"
floorplan:
  ios: 21
  floorplanUtilization_pct: 53.1
  die_x_um: 67.7
  design.core.area_mm2: 0.00406
  die_area_mm2: 0.00458
  die.size.y_um: 67.7
  placement_rows: 23
final_timing:
  finalSetupViolCount: 0
  maximum_clock_rate_ghz: 0.328
  timing.final.crit_share_pct: 55.4
  timing.setup.tns_ns: 0
  worst-slew-pin-transition_ns: 0.655
  hold_viol_final: 0
  timing.max_slew.rel_slack_pct: 56.4
  clock_skew_ns: 0.0101
  setup_repair_after_global_routing_missed_its_margin: "false"
  pins_over_slew_limit: 0
  period_needed_ns: 3.05
pwr:
  cellPowerDensity_mw_per_mm2: 400
  seq_power_share_pct: 59.1
  combinationalPowerShare_pct: 19.3
  part_of_the_power_in_the_clock_network_pct: 21.6
  internal-power_mw: 0.673
  power.net_switching_mw: 0.318
  worst_ir_drop_vdd_mv: 0.289
  power.total_mw: 0.991
  static-leakage-power_nw: 0.857
  p_sw_share_pct: 32.1
global_route:
  number_of_antenna_violations_at_the_first_check_in_global_routing: 0
  globalRouteTotalUtil_pct: 19.0
  gr-total-overflow: 0
  vias_in_the_first_global_route: 1386
  met1_usage_pct: 28.2
  global_route.usage.met3_pct: 3.60
  grt.busiest_layer: "met2"
  global_routing_met2_resource_utilization_pct: 30.7
  wire_length_of_the_first_global_routing_pass_mm: 6.37
  grt_start_max_net_pins: 32
hold_path:
  holdPathStages: 0
  hold_path.startpoint: "sense_cnt[0]"
  hold_path.class: "reg2reg"
finish:
  layout_top_cells_excl_fill_tap: "sky130_fd_sc_hd__dfxtp_1, sky130_fd_sc_hd__nor2_1, sky130_fd_sc_hd__clkdlybuf4s50_1, sky130_fd_sc_hd__xnor2_1, sky130_fd_sc_hd__edfxtp_1"
  syn_to_final_growth_pct: 14.8
  drive_gt1_share_pct: 4.76
  lay_top_count: "sky130_fd_sc_hd__dfxtp_1"
placed_design:
  place.detailed.hpwl_mm: 2.54
  finalWeightedCongestion: 0.807
  io_buffer_count: 20
job:
  count_of_maximum_capacitance_violations: 0
  stage_log_warnings: 26
-- layout make-up --
class,count,area (µm²)
clock buffer,6,82.6
clock inverter,2,12.5
inverter,4,15.0
timing repair buffer,20,200
multi-input combinational,149,951
tap,50,62.6
sequential,50,1150
fill,322,1580
-- synthesized netlist by cell type --
cell type	instances	area [µm²]
sky130_fd_sc_hd__or4_1	2	15.0
sky130_fd_sc_hd__and2_1	2	12.5
sky130_fd_sc_hd__nand2_1	14	52.6
sky130_fd_sc_hd__nor4b_1	1	8.76
sky130_fd_sc_hd__nor3_1	9	45.0
sky130_fd_sc_hd__dfxtp_1	35	701
sky130_fd_sc_hd__nand2b_1	3	18.8
sky130_fd_sc_hd__nand4_1	4	25.0
sky130_fd_sc_hd__xor2_1	11	96.3
sky130_fd_sc_hd__o2111a_1	1	11.3
sky130_fd_sc_hd__and4_1	3	26.3
sky130_fd_sc_hd__a21o_1	1	7.51
sky130_fd_sc_hd__buf_4	2	15.0
sky130_fd_sc_hd__a21oi_1	1	5.00
sky130_fd_sc_hd__nor2_1	34	128
sky130_fd_sc_hd__nor3b_1	1	7.51
sky130_fd_sc_hd__o32a_1	3	30.0
sky130_fd_sc_hd__edfxtp_1	15	450
sky130_fd_sc_hd__a221oi_2	1	15.0
sky130_fd_sc_hd__a21oi_2	1	8.76
sky130_fd_sc_hd__nor4bb_1	1	10.0
sky130_fd_sc_hd__nand3b_1	2	15.0
sky130_fd_sc_hd__ha_1	3	37.5
sky130_fd_sc_hd__o21bai_1	2	15.0
sky130_fd_sc_hd__o21ai_0	3	15.0
sky130_fd_sc_hd__and4bb_2	1	12.5
sky130_fd_sc_hd__clkbuf_1	1	3.75
sky130_fd_sc_hd__a221o_1	1	10.0
sky130_fd_sc_hd__o211ai_1	1	7.51
sky130_fd_sc_hd__nor2b_1	8	50.1
sky130_fd_sc_hd__mux2i_1	2	20.0
sky130_fd_sc_hd__buf_2	4	20.0
sky130_fd_sc_hd__a221oi_1	1	8.76
sky130_fd_sc_hd__xnor2_1	17	149
sky130_fd_sc_hd__nand3_1	12	60.1
sky130_fd_sc_hd__o2111a_2	1	12.5
sky130_fd_sc_hd__inv_1	4	15.0
sky130_fd_sc_hd__nor4_1	1	6.26
sky130_fd_sc_hd__o311ai_0	1	8.76
-- cells by family after synthesis --
group	Yosys count
AND-OR/OR-AND	18
XOR/XNOR	28
adder cells (fa/ha/maj)	3
buffers and inverters	11
flip-flops	50
multiplexers	2
AND/OR/NAND/NOR	98
-- state kept, by name, indices dropped and copies added, names as in the netlist --
| name | count |
|---|---|
| current_state | 4 |
| sense_cnt | 15 |
| sense_res | 15 |
| timer | 16 |
-- through the flow --
step	area, µm²	utilization (%)	hold slack [ns]	std cells	setup WS [ns]
6_report	2470	61.0	0.439	281	2.45
5_1_grt	2470	61.0	0.455	281	2.21
3_5_place_dp	2380	58.6	0.427	273	2.48
3_3_place_gp	2380	58.6	0.421	273	2.61
2_1_floorplan	2160	-	0.412	210	3.29
4_1_cts	2470	61.0	0.447	281	2.48
-- worst max-delay path, stage by stage, from the launching register on --
cell and delay [ns]:
sky130_fd_sc_hd__dfxtp_1 0.59, sky130_fd_sc_hd__nor4bb_1 0.36, sky130_fd_sc_hd__o21bai_1 0.14, sky130_fd_sc_hd__a221oi_2 0.28, sky130_fd_sc_hd__o2111a_2 0.65, sky130_fd_sc_hd__and2_1 0.64
-- power groups by stage --
| stage | combinational (mW) | clock [mW] | sequential, mW |
|---|---|---|---|
| 5_1_grt | 0.223 | 0.235 | 0.602 |
| 4_1_cts | 0.192 | 0.220 | 0.585 |
| 6_report | 0.191 | 0.214 | 0.586 |
-- worst paths after layout --
check                                endpoint  slack, ns
worst min register to register   sense_res[0]       0.44
worst min-delay path             sense_res[0]       0.44
worst max register to register  sense_res[14]       2.45
worst max-delay path            sense_res[14]       2.45
-- per-layer routing --
metal | wire length [µm] | share of wire, % | up-vias
met3 | 128 | 3.5 | 4
met2 | 1780 | 48 | 25
met1 | 1730 | 47 | 728
met5 | 0 | 0 | -
li1 | - | - | 773
met4 | 38 | 1.0 | 0
No activity file was given, so power comes from the tool's default toggle rates.
